==> ./design.v <==
`timescale 1ns/1ps
module Memory(CS, WE, CLK, WADDR, RADDR, Mem_in, Mem_out, writefinish);
  input CS;
  input WE;
  input CLK;
  input [6:0] WADDR;
  input [6:0] RADDR;
  input [31:0] Mem_in;
  output reg [31:0] Mem_out;
  output reg writefinish;
  reg [31:0] data_out;
  reg [7:0] RAM [0:127];
  integer i;
  initial begin
      RAM[0] =   8'b00000000;
      RAM[1] =   8'h01;  
      RAM[2] =   8'h02;  
      RAM[3] =   8'h03;  
      RAM[4] =   8'h04;  
      RAM[5] =   8'h05;  
      RAM[6] =   8'h06;  
      RAM[7] =   8'h07;  
      RAM[8] =   8'h08;  
      RAM[9] =   8'h09;  
     RAM[10] =  8'h0A;
     RAM[11] =  8'h0B;  
     RAM[12] =  8'h0C;  
     RAM[13] =  8'h0D;  
     RAM[14] =  8'h0E;  
     RAM[15] =  8'h0F;  
     RAM[16] =  8'h10;  
     RAM[17] =  8'h11;  
     RAM[18] =  8'h12;  
     RAM[19] =  8'h13;  
     RAM[20] =  8'h14;  
     RAM[21] =  8'h15;  
     RAM[22] =  8'h16;  
     RAM[23] =  8'h17;  
     RAM[24] =  8'h18;  
     RAM[25] =  8'h19;  
     RAM[26] =  8'h1A;  
     RAM[27] =  8'h1B;  
     RAM[28] =  8'h1C;  
     RAM[29] =  8'h1D;  
     RAM[30] =  8'h1E;  
     RAM[31] =  8'h1F;  
     RAM[32] =  8'h20;  
     RAM[33] =  8'h21;  
     RAM[34] =  8'h22;  
     RAM[35] =  8'h23;  
     RAM[36] =  8'h24;  
     RAM[37] =  8'h25;  
     RAM[38] =  8'h26;  
     RAM[39] =  8'h27;  
     RAM[40] =  8'h28;  
     RAM[41] =  8'h29;  
     RAM[42] =  8'h2A;  
     RAM[43] =  8'h2B;  
     RAM[44] =  8'h2C;  
     RAM[45] =  8'h2D;  
     RAM[46] =  8'h2E;  
     RAM[47] =  8'h2F;  
     RAM[48] =  8'h30;  
     RAM[49] =  8'h31;  
     RAM[50] =  8'h32;  
     RAM[51] =  8'h33;  
     RAM[52] =  8'h34;  
     RAM[53] =  8'h35;  
     RAM[54] =  8'h36;  
     RAM[55] =  8'h37;  
     RAM[56] =  8'h38;  
     RAM[57] =  8'h39;  
     RAM[58] =  8'h3A;  
     RAM[59] =  8'h3B;  
     RAM[60] =  8'h3C;  
  end
  always @(negedge CLK)
  begin
    if(WE == 1)
        writefinish = 0;
    if((CS == 1'b1) && (WE == 1'b1)) begin
      RAM[WADDR]     <= Mem_in[7:0];
	    RAM[WADDR + 1] <= Mem_in[15:8];
	    RAM[WADDR + 2] <= Mem_in[23:16];
	    RAM[WADDR + 3] <= Mem_in[31:24];
      writefinish =  1;
	  end
    Mem_out <= {RAM[RADDR+3],RAM[RADDR+2],RAM[RADDR+1],RAM[RADDR]};
  end
endmodule
==> ./run.sh <==
#!/bin/bash
# OpenROAD 26Q1-2900-gdf79404cd8, Yosys 0.63+post, stock flow scripts
make -C /OpenROAD-flow-scripts/flow DESIGN_CONFIG=/design/flow/config.mk WORK_HOME=/design/flow/orfs finish
==> ./config.mk <==
export PLATFORM = sky130hd
export DESIGN_NAME = Memory
export DESIGN_NICKNAME = Memory
export VERILOG_FILES = /design/flow/design.v
export SDC_FILE = /design/flow/constraint.sdc
export NUM_CORES = 4
export LEC_CHECK = 1
export CORE_UTILIZATION = 50
==> ./constraint.sdc <==
current_design Memory

set clk_period 20.8
set clk_io_pct 0.2

create_clock -name clk0 -period $clk_period [get_ports {CLK}]

set non_clock_inputs [all_inputs -no_clocks]
set_input_delay [expr $clk_period * $clk_io_pct] -clock clk0 $non_clock_inputs
set_output_delay [expr $clk_period * $clk_io_pct] -clock clk0 [all_outputs]
==> results.cfg <==
; yosys + openroad results
[routing]
route.final.wire_length_um = 618000
drc_marker_count_from_the_first_detailed_route_iteration = 14800
vias_per_cell = 8.02
routed-via-count = 106000
drt-pass1-iter-count = 10
drt.antenna.violating_nets = 0
route.detailed.drc = 0
route.detailed.wl_per_inst_um = 46.7

[floorplanning]
core.rowCount = 165
io_pins = 82
die_area_sq_mm = 0.205
die.size.x_um = 453
core_area_sq_mm = 0.202
die_h_um = 453
initial_core_utilization = 0.503

[hold_path]
min_to = writefinish$_SDFFE_NP1P_
hp-start = writefinish$_SDFFE_NP1P_
hold_class = flop to flop
whs_path_depth = 1

[synthesis]
synth_cells = 9904
share_of_flip_flops_with_an_asynchronous_set_or_reset = 0
largest_area_contributor_in_the_synthesized_netlist = sky130_fd_sc_hd__edfxtp_1
synth-seq-cells = 1057
top_cells_by_area = sky130_fd_sc_hd__edfxtp_1, sky130_fd_sc_hd__mux4_2, sky130_fd_sc_hd__mux2i_1
ys_types = 77
synth.yosys.num_cells = 9904
yosysMostFrequentCell = sky130_fd_sc_hd__mux4_2
top_cells_by_count = sky130_fd_sc_hd__mux4_2, sky130_fd_sc_hd__edfxtp_1, sky130_fd_sc_hd__mux2i_1, sky130_fd_sc_hd__nand2_1, sky130_fd_sc_hd__clkbuf_1
mappedNetlistArea_sq_mm = 0.102
fraction_of_synthesized_cell_area_taken_by_the_top_area_cell_type = 0.302
synthesis.area_per_instance_sq_um = 10.3
sequential_element_share_of_the_synthesized_area = 0.309
synth.yosys.warnings = 1
enable_flop_cells = 1024
synth-area-yosys_sq_mm = 0.102
synthFlopType = sky130_fd_sc_hd__edfxtp_1

[clocking]
post-cts-setup-buffer-count = 0
clock_tree.root_cell = sky130_fd_sc_hd__clkbuf_16
tritoncts_clock_tree = built
clock.latency.late_pin_ns = 0.81
post_cts_resize_count = 0
numClockSinks = 1057
cts_hold_buf = 0
clock_path_buffers = 3
cts_buffers = 140
cts.htree.levels = 4
cts.reportedPaths.clkPinSlew_ns = 0.03

[finish]
area_used_by_sequential_logic_in_the_layout_sq_mm = 0.0314
area_added_between_synthesis_and_finish_pct = 12.3
layout-drive-gt1-share = 0.197
num-fill-cells = 16600
multi_input_comb_area_sq_mm = 0.0660

[global_routing]
pin_count_of_the_biggest_net_entering_global_routing = 94
grt_first_pass_wirelength_um = 826000
grt.overflow.total = 0
grt_usage = 0.638
antenna_found_initial = 81
via_count_of_the_first_global_routing_pass = 102000

[place]
place_congestion = 1.23
placement.io_buffers = 81
dp_hpwl_um = 413000

[setup_path]
critical_path_arrival_ns = 9.54
r2r-end = Mem_out[2]$_DFF_N_
setup.worst_path.start_class = input port
critPathRequiredTime_ns = 11.01
worstRegToRegCells = 7
cp_max_fo = 72
reg2reg_slack_ns = 17.19
path_class = input port to flop
r2r_path_start = RAM[70][2]$_DFFE_NP_
endpoint_kind = flop

[pwr]
ir_worst_vdd_uv = 105
finalPower_w = 0.00769
cellLeakagePower_nw = 46.3
power.density_mw_per_mm2 = 67.3

[sta]
setup_viol = 0
totalNegativeSetupSlack_ns = 0
max_slew.worst_pin.slew_ns = 1.51
worst_clock_skew_ns = 0.0486
final_max_slew_viol_count = 7
slew_headroom = -0.0152
finalHoldViolations = 0
rsz_0062_raised_after_global_routing = false

[flow_run]
cap_violations = 2
log.warning_count = 1031

[outcome]
failed_checks = capacitance limit, slew limit
result_of_the_run = complete, but fails checks
how the worst max path moves through the flow:
stage,start,end,slack [ns],cells past startpoint
final,RADDR[1],Mem_out[12]$_DFF_N_,1.47,11
after global routing,RADDR[1],Mem_out[12]$_DFF_N_,1.72,11
after CTS,RADDR[1],Mem_out[11]$_DFF_N_,2.12,12
critical path, cell delays in order:
cell	delay (ns)
sky130_fd_sc_hd__buf_8	0.45
sky130_fd_sc_hd__buf_12	0.41
sky130_fd_sc_hd__ha_1	0.43
sky130_fd_sc_hd__xor2_4	1.05
sky130_fd_sc_hd__buf_12	0.34
sky130_fd_sc_hd__buf_12	0.37
sky130_fd_sc_hd__mux4_2	0.49
sky130_fd_sc_hd__o22ai_1	0.23
sky130_fd_sc_hd__a31oi_1	0.07
sky130_fd_sc_hd__a211oi_1	1.19
sky130_fd_sc_hd__nor3_1	0.14
routing by layer:
layer | GRT usage | up-vias | wire length (um)
li1 | - | 40400 | -
met1 | 0.677 | 50200 | 177000
met2 | 0.769 | 11900 | 236000
met3 | 0.549 | 3544 | 131000
met4 | 0.518 | 146 | 68500
met5 | 0.212 | - | 4940
power by group:
part | switching [W] | internal, W | leakage, nW
clock | 0.00164 | 0.00173 | 7.89
combinational | 0.00125 | 0.000596 | 28.9
sequential | 0.0000776 | 0.00239 | 9.49
total | 0.00297 | 0.00472 | 46.3
logic make-up (layout without fill, tap and decap cells):
logic type	after synthesis	after routing	share of synthesized area
adder cells (fa/ha/maj)	6	6	0.000738
flip-flops	1057	1057	0.309
multiplexers	2199	2199	0.347
AND/OR/NAND/NOR	2151	2151	0.0908
other	0	105	0
buffers and inverters	1296	1854	0.0503
XOR/XNOR	29	29	0.00257
AND-OR/OR-AND	3166	3166	0.200
flip-flops by register name, summed over array words and instances (netlist names):
signal and flops:
Mem_out 32, RAM 1024, writefinish 1
per-stage QoR:
| stage | instance area, sq um | setup WS (ns) | hold slack [ns] | std cells | utilization |
|---|---|---|---|---|---|
| after floorplan | 102000 | 2.42 | 0.434 | 9904 | - |
| after global placement | 105000 | 1.35 | 0.468 | 11800 | 0.522 |
| after detailed placement | 105000 | 1.34 | 0.475 | 11800 | 0.522 |
| after CTS | 114000 | 2.12 | 0.476 | 13100 | 0.564 |
| after global routing | 114000 | 1.72 | 0.486 | 13200 | 0.564 |
| final | 114000 | 1.47 | 0.478 | 13200 | 0.565 |
area by class of cell:
class	instances	area share
Inverter	12	0.000394
Timing Repair Buffer	540	0.0407
Antenna cell	105	0.00230
Tap cell	2672	0.0293
Sequential cell	1057	0.275
Clock inverter	1158	0.0433
Multi-Input combinational cell	7551	0.577
Clock buffer	144	0.0315
cells in the final DEF, fill, tap and decap left out, drive strengths merged, types with 33 or more instances in the layout:
| cell | instances |
|---|---|
| inv | 1111 |
| mux4 | 1046 |
| edfxtp | 1024 |
| mux2i | 1015 |
| nand2 | 969 |
| a21o | 896 |
| a21oi | 727 |
| o22ai | 701 |
| nor2 | 590 |
| buf | 495 |
| o21ai | 383 |
| nand3 | 265 |
| a211oi | 222 |
| clkbuf | 145 |
| mux2 | 138 |
| nor3 | 116 |
| diode | 105 |
| nand4 | 71 |
| or3 | 56 |
| a32oi | 47 |
| clkdlybuf4s50 | 44 |
| a31oi | 37 |
| dfxtp | 33 |
| o2111ai | 33 |
| clkinvlp | 33 |
Power figures rest on the tool's default switching activity, not on a simulated workload.
