==> design.v <==
`timescale 1ns/1ps
module WriteSlave
    #(parameter buswidth = 32)
    (
        input ACLK,
        input ARESETn,
        output reg [buswidth-1:0] Dataout,
        output reg [buswidth-1:0] Addressout,
        input writefinish,
        output writeavail,
        output reg [1:0] BID,
        output reg [1:0] BRESP,
        output reg BVALID,
        input BREADY,
        input [1:0] AWID,
        input [31:0] AWADDR,
        input [3:0] AWLEN,
        input [2:0] AWSIZE,
        input [1:0] AWBURST,
        input [1:0] AWLOCK,
        input [3:0] AWCACHE,
        input [2:0] AWPROT,
        input AWVALID,
        output reg AWREADY,
        input [1:0] WID,
        input [buswidth-1:0] WDATA,
        input [3:0] WSTRB,
        input WLAST,
        input WVALID,
        output reg WREADY
    );
    reg [3:0] state;
    reg [3:0] nstate;
    assign writeavail = ((state == 4'd1)&& WVALID && !WLAST);
    always@(posedge ACLK)
    begin
        if(!ARESETn)
            state <= 0;
        else
            state <= nstate;
    end
    always@(*)
    begin
        AWREADY = 0;
        WREADY = 0;
        BVALID = 0;
        Dataout = 32'bZZZZZZZZZZZZZZZZZZZZZZZZZZZZZZZZ;
        case(state)
        4'd0:
        begin
            if(AWVALID)
            begin
                AWREADY = 1;
                nstate = 1;
                BID = AWID;
                Addressout = AWADDR;
            end
            else 
                nstate = 0;
        end
        4'd1:
        begin
            WREADY = 1;
            if(WVALID)
            begin
                Dataout = WDATA;
                if(writefinish)
                begin
                    if(WLAST)
                        nstate = 3;
                    else
                        nstate = 1;
                    case(AWBURST)
                    2'b01: Addressout = Addressout + 1;
                    2'b10: Addressout = AWADDR; 
                    default: Addressout = Addressout;
                    endcase
                end
                nstate = 2;
            end
        end
        4'd2: 
        begin
            Dataout = WDATA;
            if(writefinish)
            begin
                if(WLAST)
                    nstate = 3;
                else
                    nstate = 1;
                case(AWBURST)
                    2'b00: Addressout = Addressout;
                    2'b01: Addressout = Addressout + 1;
                    2'b10: Addressout = AWADDR; 
                    default: Addressout = Addressout;
                endcase
            end
            else
                nstate = 2;
        end
        4'd3:
        begin
            BRESP = 2'b00;  
            if(BREADY)
            begin
                BVALID = 1;
                nstate = 3;
            end
            else
            begin
                BVALID = 0;
                nstate = 0;
            end
        end
        endcase
    end
endmodule
==> run.sh <==
#!/bin/bash
# OpenROAD 26Q1-2900-gdf79404cd8, Yosys 0.63+post, stock flow scripts
make -C /OpenROAD-flow-scripts/flow DESIGN_CONFIG=/design/flow/config.mk WORK_HOME=/design/flow/orfs finish
==> config.mk <==
export PLATFORM = sky130hd
export DESIGN_NAME = WriteSlave
export DESIGN_NICKNAME = WriteSlave
export VERILOG_FILES = /design/flow/design.v
export SDC_FILE = /design/flow/constraint.sdc
export NUM_CORES = 4
export LEC_CHECK = 1
export CORE_UTILIZATION = 30
==> constraint.sdc <==
current_design WriteSlave

set clk_period 1.3
set clk_io_pct 0.2

create_clock -name clk0 -period $clk_period [get_ports {ACLK}]

set non_clock_inputs [all_inputs -no_clocks]
set_input_delay [expr $clk_period * $clk_io_pct] -clock clk0 $non_clock_inputs
set_output_delay [expr $clk_period * $clk_io_pct] -clock clk0 [all_outputs]
==> insert_results.sql <==
-- flow metrics import
INSERT INTO impl_metrics (metric_group, metric, value, unit) VALUES
('status', 'run_status', 'complete, but fails checks', ''),
('status', 'failed_checks', 'setup timing', ''),
('global_routing', 'antenna_found_initial', '0', ''),
('setup_path', 'critical_path_class', 'reg -> out', ''),
('setup_path', 'worstPathBufferInverterCount', '3', ''),
('cells_and_area', 'syn_to_final_growth', '40.51', '%'),
('sta', 'post_layout_period_usage', '1.056', ''),
('setup_path', 'cp_data_arrival_time', '1.11', 'ns'),
('die', 'die_x', '84.93', 'um'),
('synthesis', 'synthesis.yosys.warnings', '66', ''),
('cells_and_area', 'layout.cells.non_filler', '419', ''),
('pwr', 'leakage_dissipation', '1.168', 'nW'),
('place', 'post-place-cells', '406', ''),
('clock_network', 'htreeDepth', '1', ''),
('synthesis', 'complex_gate_fraction_of_the_synthesized_area', '0.1559', ''),
('route', 'postRouteAntennaNets', '0', ''),
('synthesis', 'ys_cells', '282', ''),
('route', 'drt_wl_total', '5.315', 'mm'),
('route', 'drt-vias-per-instance', '4.950', ''),
('sta', 'report.final.hold_viol_count', '0', ''),
('clock_network', 'max-clock-path-buffers', '2', ''),
('global_routing', 'grt_overflow_total', '0', ''),
('setup_path', 'timing.critical_path.slowest_stage_cell', 'dfxtp_4', ''),
('synthesis', 'post_synth_edffs', '0', ''),
('route', 'via_count', '2074', ''),
('global_routing', 'maximum_number_of_pins_on_one_net_before_global_route_repair', '37', ''),
('setup_path', 'critPathRequiredTime', '1.04', 'ns'),
('cells_and_area', 'post-route-cell-area', '2899', 'um2'),
('clock_network', 'post_cts_hold_buffer_count', '0', ''),
('clock_network', 'cts-root-buf', 'clkbuf_8', ''),
('synthesis', 'postSynthAreaPerCell', '7.316', 'um2'),
('place', 'dpl-instance-area', '2723', 'um2'),
('flow_run', 'log.warning_count', '56', ''),
('setup_path', 'critical-path-top-cell-by-count', 'buf_6', ''),
('global_routing', 'grt.busiest_layer', 'met2', ''),
('sta', 'unclocked_pins', '36', ''),
('pwr', 'total_power_per_unit_cell_area', '321.1', 'nW/um2'),
('synthesis', 'yosysChipArea', '2063', 'um2'),
('sta', 'slew_violations', '0', ''),
('synthesis', 'ys_sh_adder', '0.04245', ''),
('setup_path', 'timing.critical_path.cells', 'buf_6, ha_4, buf_6, nand2_2, nor2_1, buf_2', ''),
('global_routing', 'wire_length_of_the_first_global_routing_pass', '8.604', 'mm'),
('sta', 'max_freq', '728.2', 'MHz'),
('route', 'route.antenna.diode_count', '0', ''),
('die', 'core_area', '6495', 'um2'),
('synthesis', 'mappedNetlistArea', '2063', 'um2'),
('setup_path', 'critPathLaunchType', 'flip-flop', ''),
('sta', 'final.setup.tns', '-0.1476', 'ns'),
('cells_and_area', 'utilization', '0.4463', ''),
('sta', 'slew-limit-headroom', '0.4223', ''),
('global_routing', 'grt_usage', '0.1441', ''),
('global_routing', 'groute.layer.met1.usage', '0.2061', ''),
('die', 'fp-utilization', '0.3177', ''),
('setup_path', 'crit_path_max_incr_delay', '0.35', 'ns'),
('sta', 'fin_ws', '-0.07318', 'ns'),
('pwr', 'ir_drop', '0.2200', 'mV'),
('sta', 'untimed_endpoints', '70', ''),
('sta', 'setup_viol_count_final', '3', ''),
('synthesis', 'synth_simple_gate_area_share', '0.2838', ''),
('place', 'placement.setup.worst_slack', '-0.2822', 'ns'),
('synthesis', 'ys_dominant_reg_cell', 'dlxtn_1', ''),
('synthesis', 'ys_top_logic_family', 'simple AND/OR/NAND/NOR gates', ''),
('setup_path', 'worst-path-max-fanout', '3', ''),
('synthesis', 'ff_latch_count_synth', '38', ''),
('place', 'finalWeightedCongestion', '0.7770', ''),
('global_routing', 'globalRouteMet3Util', '0.01876', ''),
('clock_network', 'numCtsBuffers', '3', ''),
('place', 'dp_hpwl', '3.705', 'mm'),
('setup_path', 'crit_family', 'flip-flops', ''),
('die', 'die_area', '7213', 'um2');
==> path summary, 6_finish.rpt <==
check	startpoint	to	slack (ns)	cells after the start
setup / recovery	state[0]$_SDFF_PN0_	writeavail	-0.07	6
hold / removal	WDATA[0]	Dataout[0]	0.52	0
==> layer usage <==
| metal | up-vias | routed length [um] |
|---|---|---|
| met5 | - | 0 |
| met4 | 0 | 0 |
| met3 | 0 | 371 |
| met2 | 71 | 2392 |
| met1 | 927 | 2551 |
| li1 | 1076 | - |
==> cell usage in the layout, fill, tap and decap left out, types with 2 or more instances in the layout <==
cell	n
clkdlybuf4s50_1	76
dlxtn_1	36
nand2_1	29
nor2_1	24
o21ai_0	22
a31oi_1	17
buf_4	15
inv_1	11
xnor2_1	10
nand3_1	9
or4_1	8
nand4_1	7
or3_1	7
o31ai_1	6
buf_6	6
nor3_1	5
and2_1	4
ha_1	4
nor4_1	3
ha_4	3
clkbuf_8	3
nand2_2	2
a21oi_1	2
nor2b_1	2
inv_4	2
nand3_2	2
or4_4	2
o41ai_1	2
xor2_1	2
conb_1	2
clkbuf_2	2
buf_2	2
dfxtp_4	2
==> logic make-up (layout without fill, tap and decap cells) <==
| logic type | count (synthesis) | after routing |
|---|---|---|
| AND/OR/NAND/NOR | 112 | 112 |
| buffers and inverters | 59 | 118 |
| AND-OR/OR-AND | 53 | 53 |
| latches | 36 | 36 |
| XOR/XNOR | 12 | 12 |
| adder cells (fa/ha/maj) | 7 | 7 |
| flip-flops | 2 | 2 |
| other | 1 | 2 |
==> metrics by stage <==
| stage | hold slack (ns) | total power [mW] |
|---|---|---|
| after global routing | 0.5200 | 1.001 |
| after floorplan | 0.3817 | 0.4544 |
| after detailed placement | 0.5200 | 0.6701 |
| final | 0.5200 | 0.9308 |
| after CTS | 0.5200 | 0.9288 |
| after global placement | 0.5200 | 0.6679 |
==> sequential cells by signal (all words and copies together) (netlist names) <==
signal	cells
Addressout	32
BID	2
nstate	2
state	2
==> layout make-up <==
cell class	count	area, um2
Multi-Input combinational cell	186	1155
Fill cell	615	3596
Timing Repair Buffer	101	960.9
Clock buffer	3	41.29
Tap cell	77	96.34
Inverter	14	57.56
Sequential cell	38	588.1
==> power breakdown <==
| part | switching (mW) | internal [mW] | total, mW |
|---|---|---|---|
| clock network | 0.0491 | 0.196 | 0.245 |
| registers | 0.0586 | 0.178 | 0.237 |
| logic | 0.161 | 0.288 | 0.449 |
| total | 0.269 | 0.662 | 0.931 |
==> what timing repair did <==
| item | CTS | global route |
|---|---|---|
| endpoints found under the setup margin | 4 | 3 |
| resized | 23 | 12 |
| pin swaps | 5 | 3 |
| setup buffers | 3 | 7 |
==> synth_stat cells (2+ instances only) <==
cell / number / share of area
xnor2_1: 10 / 0.042
dfxtp_1: 2 / 0.019
or4_4: 2 / 0.011
nor3_1: 5 / 0.012
or3_1: 7 / 0.021
and2_1: 5 / 0.015
o31ai_1: 6 / 0.022
nand3_1: 9 / 0.022
o21ai_0: 22 / 0.053
nand2_1: 31 / 0.056
buf_6: 3 / 0.016
or4_1: 8 / 0.029
a31oi_1: 17 / 0.052
nand4_1: 7 / 0.021
clkbuf_1: 5 / 0.0091
nor2_1: 24 / 0.044
inv_1: 14 / 0.025
nand3_2: 2 / 0.0097
a21oi_1: 2 / 0.0049
buf_2: 2 / 0.0049
dlxtn_1: 36 / 0.26
o41ai_1: 2 / 0.0085
xor2_1: 2 / 0.0085
buf_4: 34 / 0.12
ha_1: 7 / 0.042
nor4_1: 3 / 0.0091
nor2b_1: 3 / 0.0091
Power figures rest on the tool's default switching activity, not on a simulated workload.
